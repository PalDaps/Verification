==> design.v <==
module fifo_buffer (
  input                        CLK,                  
  input                        RST_N,                
  input                        FIFO_WRITE,           
  input                        FIFO_READ,            
  input      [32-1:0] DATA_IN,         
  output     [32-1:0] DATA_OUT,        
  output                       EMPTY,                
  output                       FULL                  
);
  parameter   [31:0] pointer_width = 2;                    
  localparam  [31:0] fifo_depth    = 2**pointer_width;     
  reg [32-1:0] mem [fifo_depth-1:0];   
  reg  [pointer_width:0] read_ptr;                   
  reg  [pointer_width:0] write_ptr;                   
  wire [pointer_width:0] write_ptr_p1;                
  wire [pointer_width:0] read_ptr_p1;                
  always @(posedge CLK)
    if (FIFO_WRITE && !FULL) mem[write_ptr[pointer_width-1:0]] <= DATA_IN;        
  assign DATA_OUT = mem[read_ptr[pointer_width-1:0]];                            
  assign write_ptr_p1 = write_ptr+1;
  always @(posedge CLK or negedge RST_N)
    if (!RST_N)                       write_ptr <= 0;
    else if (FIFO_WRITE && !FULL)     write_ptr <= write_ptr_p1;                   
  assign read_ptr_p1 = read_ptr+1;
  always @(posedge CLK or negedge RST_N)
    if (!RST_N)                       read_ptr <= 0;
    else if (FIFO_READ && !EMPTY)     read_ptr <= read_ptr_p1;                   
  assign EMPTY  = (write_ptr == read_ptr) ? 1'b1 : 1'b0;
  assign FULL   = ((write_ptr[pointer_width-1:0] == read_ptr[pointer_width-1:0]) && (write_ptr[pointer_width] != read_ptr[pointer_width])) ? 1'b1 : 1'b0;
endmodule
module ahb_control (
  input                        CLK,           
  input                        RST_N,         
  input                        HSEL,          
  input                        HTRANS,        
  input  [4-1:0] HADDR,         
  input                        HWRITE,        
  input                        HREADY,        
  output                       HREADY_RESP,   
  input      [32-1:0] HWDATA,        
  output     [32-1:0] HRDATA,        
  output reg                   enable,         
  input                        fifo_tx_empty,  
  input                        fifo_tx_full,   
  output                       fifo_tx_write   
);
  reg                        hrdy;             
  reg                        wr;               
  reg                        rd;               
  reg  [4-1:0] haddr;            
  wire     [32-1:0] CR;
  wire     [32-1:0] SR;
  wire cs_sr;                                  
  wire cs_cr;                                  
  wire cs_tx;                                  
  always @ (negedge RST_N or posedge CLK) if (!RST_N) hrdy <= 0 ; else
      hrdy <= HREADY & HSEL ;
  assign HREADY_RESP = hrdy;
  always @ (negedge RST_N or posedge CLK) if (!RST_N) wr <= 0 ; else
      wr <= HREADY & HSEL & HTRANS & HWRITE ;
  always @ (negedge RST_N or posedge CLK) if (!RST_N) rd <= 0 ; else
      rd <= HREADY & HSEL & HTRANS & ~HWRITE ;
  always @ (negedge RST_N or posedge CLK) if (!RST_N) haddr <= 0 ; else
      if (HREADY && HSEL) haddr <= HADDR ;
  assign cs_tx = (haddr == 0);
  assign cs_cr = (haddr == 4);
  assign cs_sr = (haddr == 8);
  assign HRDATA =
    (rd && cs_cr)  ? CR:
    (rd && cs_sr)  ? SR: 0;
  always @ (negedge RST_N or posedge CLK) begin
    if (!RST_N)          enable <= 0;
    else if(wr && cs_cr) enable <= HWDATA[0];
  end
  assign CR[0]               = enable;
  assign CR[1]               = 1'b0;  
  assign CR[32-1:2] = 0;
  assign SR[0]               = fifo_tx_empty;
  assign SR[1]               = fifo_tx_full;
  assign SR[32-1:2] = 0;
  assign fifo_tx_write =  wr && cs_tx;
endmodule
module spi_control (
  input                        CLK,           
  input                        RST_N,         
  output                       SCLK,          
  output                       SS,            
  output                       MOSI,          
  input                        enable,        
  output                       fifo_tx_read,  
  input                        fifo_tx_empty, 
  input      [32-1:0] fifo_tx_data_out  
);
  reg  [4:0] bit_cntr;                        
  wire [4:0] bit_cntr_next;                   
  wire       spi_enable;                      
  assign fifo_tx_read  =  spi_enable & (bit_cntr == 5'h1f);        
  assign spi_enable = enable && (!fifo_tx_empty);         
  assign bit_cntr_next = (bit_cntr == 5'h1f) ? 5'h0 : bit_cntr + 1;
  always @ (negedge RST_N or posedge CLK) begin
    if (!RST_N)           bit_cntr <= 0;
    else if (spi_enable)  bit_cntr <= bit_cntr_next;  
    else bit_cntr <= 0;  
  end
  assign SS   = ~spi_enable;                       
  assign MOSI = fifo_tx_data_out[bit_cntr];        
  assign SCLK = CLK;                               
endmodule
module spi_tx_tracer ();
  // synopsys translate_off
  always @(posedge ahb_cntrl.CLK) begin
    if (ahb_cntrl.wr && ahb_cntrl.cs_tx) $display("%t::%m::write to TX = %h",$time, ahb_cntrl.HWDATA);
    if (ahb_cntrl.wr && ahb_cntrl.cs_cr) $display("%t::%m::write to CR = %h",$time, ahb_cntrl.HWDATA);
    if (ahb_cntrl.wr && ahb_cntrl.cs_sr) $display("%t::%m::write to SR = %h",$time, ahb_cntrl.HWDATA);
    if (ahb_cntrl.rd && ahb_cntrl.cs_tx) $display("%t::%m::read from TX = %h",$time, ahb_cntrl.HRDATA);
    if (ahb_cntrl.rd && ahb_cntrl.cs_cr) $display("%t::%m::read from CR = %h",$time, ahb_cntrl.HRDATA);
    if (ahb_cntrl.rd && ahb_cntrl.cs_sr) $display("%t::%m::read from SR = %h",$time, ahb_cntrl.HRDATA);
  end
  always @(posedge spi_cntrl.CLK) begin
    if (spi_cntrl.fifo_tx_read) $display("%t::%m::finish SPI trinsmit = %h",$time, spi_cntrl.fifo_tx_data_out);
  end
  // synopsys translate_on
endmodule
module spi_tx (
  input                        CLK,           
  input                        RST_N,         
  input                        HSEL,          
  input                        HTRANS,        
  input  [4-1:0] HADDR,         
  input                        HWRITE,        
  input                        HREADY,        
  output                       HREADY_RESP,   
  input      [32-1:0] HWDATA,        
  output     [32-1:0] HRDATA,        
  output                       SCLK,          
  output                       SS,            
  output                       MOSI           
);
  wire                   enable;              
  wire                   fifo_tx_write;       
  wire                   fifo_tx_read;        
  wire                   fifo_tx_empty;       
  wire                   fifo_tx_full;        
  wire [32-1:0] fifo_tx_data_out;    
  ahb_control ahb_cntrl(
    .CLK(CLK),
    .RST_N(RST_N),
    .HSEL(HSEL),
    .HTRANS(HTRANS),
    .HADDR(HADDR),
    .HWRITE(HWRITE),
    .HREADY(HREADY),
    .HREADY_RESP(HREADY_RESP),
    .HWDATA(HWDATA),
    .HRDATA(HRDATA),
    .enable(enable),
    .fifo_tx_empty(fifo_tx_empty),
    .fifo_tx_full(fifo_tx_full),
    .fifo_tx_write(fifo_tx_write)
  );
  fifo_buffer #(.pointer_width(2)) fifo_tx (
    .CLK(CLK),
    .RST_N(RST_N),
    .FIFO_WRITE(fifo_tx_write),
    .FIFO_READ(fifo_tx_read),
    .DATA_IN(HWDATA[31:0]),
    .DATA_OUT(fifo_tx_data_out),
    .EMPTY(fifo_tx_empty),
    .FULL(fifo_tx_full)
  );
  spi_control spi_cntrl(
    .CLK(CLK),
    .RST_N(RST_N),
    .SCLK(SCLK),          
    .SS(SS),              
    .MOSI(MOSI),          
    .enable(enable),
    .fifo_tx_read(fifo_tx_read),
    .fifo_tx_empty(fifo_tx_empty),
    .fifo_tx_data_out(fifo_tx_data_out)
  );
endmodule
==> run.sh <==
#!/bin/bash
# OpenROAD 26Q1-2900-gdf79404cd8, Yosys 0.63+post, stock flow scripts
make -C /OpenROAD-flow-scripts/flow DESIGN_CONFIG=/design/flow/config.mk WORK_HOME=/design/flow/orfs finish
==> config.mk <==
export PLATFORM = sky130hd
export DESIGN_NAME = spi_tx
export DESIGN_NICKNAME = spi_tx
export VERILOG_FILES = /design/flow/design.v
export SDC_FILE = /design/flow/constraint.sdc
export NUM_CORES = 4
export LEC_CHECK = 1
export CORE_UTILIZATION = 30
==> constraint.sdc <==
current_design spi_tx

set clk_period 8.4
set clk_io_pct 0.2

create_clock -name clk0 -period $clk_period [get_ports {CLK}]

set non_clock_inputs [all_inputs -no_clocks]
set_input_delay [expr $clk_period * $clk_io_pct] -clock clk0 $non_clock_inputs
set_output_delay [expr $clk_period * $clk_io_pct] -clock clk0 [all_outputs]
==> deck_impl_summary.md <==
Physical Implementation Snapshot

GRT
  – Initial antenna violation count: 0
  – All-Layer GR Usage: 11.1%
  – Grt ovf: 0
  – Vias in the first global route: 3217
  – Pin count of the biggest net entering global routing: 34
  – First-pass GRT wire length: 17100 µm

Setup path
  – CP Launch Point: CLK
  – Critical path class: clk -> out
  – R2r endpoint: fifo_tx.mem[3][27]
  – Worst R2R Setup Slack: 5.50 ns
  – R2R Path Start: fifo_tx.read_ptr[0]
  – CP max FO: 2
  – Critical Path Start Type: clock port
  – Crit end category: primary output
  – Cells on worst reg2reg path: 6
  – CP Capture Point: SCLK
  – Crit path DRT: 6.72 ns
  – CP Data Arrival Time: 4.84 ns

Logic synthesis
  – Cell type with the largest total area after synthesis: edfxtp_1
  – FF+latch count, synth: 147
  – Cells after Synth: 314
  – Synth cell types: 37
  – Synth Seq Share: 70.0%
  – Top area cell types: edfxtp_1 62%, dfrtp_1 7.7%, mux4_2 6.6%
  – Yosys stat area: 6170 µm²
  – Netlist Area Pre-Place: 6170 µm²
  – Area share of the largest cell type after synthesis: 62.3%
  – Yosys Instances: 314
  – Syn_area_per_cell: 19.7 µm²
  – Synth Warn #: 4

Timing
  – Final worst slack: 1.88 ns
  – Hold_ws: 0.485 ns
  – Worst Tran Pin Value: 0.527 ns
  – TNS Setup: 0 ns
  – Pins Over Slew Limit: 0
  – Final setup viols: 0
  – RSZ-0062 raised after global routing: no
  – Max-slew headroom: 64.9%
  – Hold Violations, Final: 0
  – Skew final: 0.00567 ns

Floorplan
  – Die H: 145 µm
  – Chip width: 145 µm
  – Area of the core: 20200 µm²
  – Die area: 21200 µm²
  – I/O Pins: 78
  – Std-Cell Rows: 52
  – Core Util at FP: 30.5%

Place
  – HPWL after DPL: 6630 µm
  – GPL Wtd Cong: 0.768
  – DP Area: 6820 µm²
  – Dpl ws: 2.15 ns
  – DP Cell Count: 627
  – Port-buffer cells: 47

CTS
  – Clk latency late pin: 0.52 ns
  – Clock transition at path regs: 0.06 ns
  – Clock tree from TritonCTS: built
  – CTS resizes: 0
  – Setup Fix Bufs, Post-CTS: 0
  – Hold_buf cts: 0

Hold path
  – Hold WC Path Type: reg -> reg

Drt
  – Antenna-violating nets left: 0
  – Via count: 2914
  – Average vias per placed instance: 4.40
  – # diodes: 0
  – Routed WL: 10600 µm
  – Wirelength per Cell: 16.0 µm
  – # DRC: 0
  – Drt first pass iters: 4
  – 1st-iter DRT viols: 103

Cells and area
  – Final instance area: 7500 µm²
  – Final Util: 37.1%
  – Share of layout cells above drive strength 1: 17.9%
  – Post-Layout Cell Count: 662
  – Syn-to-layout area delta: 21.5%
  – Commonest Layout Cell: edfxtp_1
  – Most numerous logic cells after layout: 128 x edfxtp_1, 47 x clkdlybuf4s50_1, 30 x conb_1

Power
  – Tot Pwr: 1.76 mW
  – PD cells: 235 nW/µm²
  – VDD IR-drop max: 131 µV
  – Lkg Pwr: 2.53 nW

Flow run
  – Tool warnings: 29
  – Max cap viols: 0

Outcome
  – Status: complete, no violations
cell families after synthesis:
logic type / share of synthesized area, %
other: 0.0607
buffers and inverters: 5.61
flip-flops: 70.0
XOR/XNOR: 1.28
AND-OR/OR-AND: 1.58
adder cells (fa/ha/maj): 1.42
AND/OR/NAND/NOR: 3.47
multiplexers: 16.6
synthesized netlist by cell type:
library cell and number:
a211o_1 1, a221o_1 1, a221oi_1 1, a221oi_2 1
a22oi_1 4, and2_1 6, and3_1 5, and3b_1 1
and4_1 1, buf_2 4, buf_4 31, buf_6 3
buf_8 3, conb_1 1, dfrtp_1 19, edfxtp_1 128
ha_1 7, inv_1 4, mux2_2 7, mux2i_1 20
mux4_1 13, mux4_2 18, nand2_1 5, nand2b_1 2
nand3_1 3, nand3b_1 1, nand4_1 1, nand4b_1 1
nor2_1 2, nor2b_1 3, nor3_1 3, nor3_2 1
nor3b_1 1, o2111ai_2 1, o21ai_0 2, xnor2_1 7
xor2_1 2
state kept, by name, indices dropped and copies added, names as in the netlist:
| name | flops |
|---|---|
| fifo_tx.mem | 128 |
| spi_cntrl.bit_cntr | 5 |
| ahb_cntrl.haddr | 4 |
| fifo_tx.read_ptr | 3 |
| fifo_tx.write_ptr | 3 |
| ahb_cntrl.enable | 1 |
| ahb_cntrl.hrdy | 1 |
| ahb_cntrl.rd | 1 |
| ahb_cntrl.wr | 1 |
report_power, final:
group	internal, mW	leakage, nW	switching [mW]
Clock	0.543	0.316	0.290
Combinational	0.0602	0.812	0.0504
Sequential	0.804	1.40	0.0148
worst max-delay path: stages:
cell	delay, ns
clkbuf_16	0.12
clkbuf_16	0.13
clkdlybuf4s50_1	0.39
area by class of cell:
type                    instances  area [µm²]
clock buffers                  24         532
clock inverters                12         158
fillers                      1794       12700
inverters                       4        15.0
multi-input cells             151        1620
flip-flops and latches        147        4320
well taps                     270         338
repair buffers                 54         520
worst min path at each step:
stage | slack (ns) | from | end | cells past startpoint
after CTS | 0.49 | fifo_tx.write_ptr[2] | fifo_tx.write_ptr[2] | 1
after global routing | 0.52 | fifo_tx.write_ptr[2] | fifo_tx.write_ptr[2] | 1
final | 0.48 | fifo_tx.write_ptr[2] | fifo_tx.write_ptr[2] | 1
routing by layer:
layer,routed length (µm),GRT usage (%)
met2,5250,17.5
met4,163,1.79
met1,4190,14.1
met3,992,6.34
met5,0,0
Power and IR drop assume default switching activity.
